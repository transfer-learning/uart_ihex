**flow/run.sh**
```bash
#!/bin/bash
# OpenROAD 26Q1-2900-gdf79404cd8, Yosys 0.63+post, stock flow scripts
make -C /OpenROAD-flow-scripts/flow DESIGN_CONFIG=/design/flow/config.mk WORK_HOME=/design/flow/orfs finish
```
**flow/config.mk**
```make
export PLATFORM = sky130hd
export DESIGN_NAME = ihex
export DESIGN_NICKNAME = ihex
export VERILOG_FILES = /design/flow/design.v
export SDC_FILE = /design/flow/constraint.sdc
export NUM_CORES = 4
export LEC_CHECK = 1
export CORE_UTILIZATION = 40
```
**flow/constraint.sdc**
```tcl
current_design ihex

set clk_period 80.3
set clk_io_pct 0.2

create_clock -name clk0 -period $clk_period [get_ports {i_clk}]

set non_clock_inputs [all_inputs -no_clocks]
set_input_delay [expr $clk_period * $clk_io_pct] -clock clk0 $non_clock_inputs
set_output_delay [expr $clk_period * $clk_io_pct] -clock clk0 [all_outputs]
```
**flow/design.v**
```verilog
interface wishbone#(AW=30, DW=32, SELW=4)
(
    input i_clk, i_reset
);
logic stb, cyc, we;
logic stall, ack, err;
logic [SELW-1:0] sel;
logic [AW-1:0] addr;
logic [DW-1:0] mosi_data, miso_data;
modport master(
    input i_clk, i_reset,
    input ack, err, stall, miso_data,
    output stb, cyc, sel, addr, mosi_data
);
modport slave(
    input i_clk, i_reset,
    output ack, err, stall, miso_data,
    input stb, cyc, sel, addr, mosi_data
);
endinterface  
module ihex(
    input wire i_clk, i_reset,
    input wire [7:0] i_rx_data,
    input wire i_rx_stb,
    output reg [7:0] o_tx_data,
    output wire o_tx_stb,
    input wire i_tx_busy,
    wishbone.master wb
);
assign o_tx_stb = state == EXEC_ACK;
function [3:0] hex_to_val;
input [7:0] ascii;
begin
    case(ascii)
        "0": hex_to_val = 4'h0;
        "1": hex_to_val = 4'h1;
        "2": hex_to_val = 4'h2;
        "3": hex_to_val = 4'h3;
        "4": hex_to_val = 4'h4;
        "5": hex_to_val = 4'h5;
        "6": hex_to_val = 4'h6;
        "7": hex_to_val = 4'h7;
        "8": hex_to_val = 4'h8;
        "9": hex_to_val = 4'h9;
        "0": hex_to_val = 4'h0;
        "a", "A": hex_to_val = 4'ha;
        "b", "B": hex_to_val = 4'hb;
        "c", "C": hex_to_val = 4'hc;
        "d", "D": hex_to_val = 4'hd;
        "e", "E": hex_to_val = 4'he;
        "F", "F": hex_to_val = 4'hf;
        default: hex_to_val = 4'h0;
    endcase
end
endfunction
localparam  IDLE=0,
            CMD1=1, CMD2=2,
            LEN1=3, LEN2=4,
            ADDR1=5, ADDR2=6, ADDR3=7, ADDR4=8,
            EXEC=9, EXEC2=10,
            CHKSUM=11, CHKSUM2=12,
            EXEC_ACK=13, EXEC_WB_REQ=14, EXEC_WB_WAIT=15
;
reg [3:0] state;
initial begin
    state = IDLE;
end
reg [7:0] buffer [256];
reg [7:0] computed_sum;
reg [7:0] cmd;
reg [7:0] len;
reg [15:0] addr;
reg [7:0] buffer_fill;
reg filled_high;
reg [7:0] cmp_sum;
reg [15:0] addr_offset; initial addr_offset = 0;  
wire [7:0] computed_sum_tcmp = (~computed_sum + 1);  
wire [15:0] write_addr = addr + buffer_fill;
reg [3:0] wb_sel;
reg [29:0] wb_addr;
reg [31:0] wb_mosi_data;
assign wb.stb = state == EXEC_WB_REQ;
assign wb.cyc = (state == EXEC_WB_REQ || state == EXEC_WB_WAIT);
assign wb.sel = wb_sel;
assign wb.addr = wb_addr;
assign wb.mosi_data = wb_mosi_data;
always @(posedge i_clk) begin
    if (i_rx_stb) begin
        if (state == IDLE) begin
            if (i_rx_data == ":") begin
                computed_sum <= 0;
                cmd <= 0;
                state <= LEN1;
            end
        end else if (state == CMD1) begin
            cmd <= {hex_to_val(i_rx_data), 4'h0};
            state <= CMD2;
        end else if (state == CMD2) begin
            cmd <= {cmd[7:4], hex_to_val(i_rx_data)};
            computed_sum <= computed_sum + {cmd[7:4], hex_to_val(i_rx_data)};
            buffer_fill <= 0;
            filled_high <= 0;
            if (len > 0)
                state <= EXEC;
            else
                state <= CHKSUM;
        end else if (state == LEN1) begin
            len <= {hex_to_val(i_rx_data), 4'h0};
            state <= LEN2;
        end else if (state == LEN2) begin
            len <= {len[7:4], hex_to_val(i_rx_data)};
            computed_sum <= computed_sum + {len[7:4], hex_to_val(i_rx_data)};
            state <= ADDR1;
        end else if (state == ADDR1) begin
            addr <= {hex_to_val(i_rx_data), 12'h0};
            state <= ADDR2;
        end else if (state == ADDR2) begin
            addr <= {addr[15:12], hex_to_val(i_rx_data), 4'h0};
            computed_sum <= computed_sum + {addr[15:12], hex_to_val(i_rx_data)};
            state <= ADDR3;
        end else if (state == ADDR3) begin
            addr <= {addr[15:8], hex_to_val(i_rx_data), 4'h0};
            state <= ADDR4;
        end else if (state == ADDR4) begin
            addr <= {addr[15:4], hex_to_val(i_rx_data)};
            computed_sum <= computed_sum + {addr[7:4], hex_to_val(i_rx_data)};
            state <= CMD1;
        end else if (state == EXEC) begin
            if (filled_high) begin
                buffer[buffer_fill] <= {buffer[buffer_fill][7:4], hex_to_val(i_rx_data)};
                computed_sum <= computed_sum + {buffer[buffer_fill][7:4], hex_to_val(i_rx_data)};
                filled_high <= 0;
                if (buffer_fill + 1 < len)
                    buffer_fill <= buffer_fill + 1;
                else
                    state <= CHKSUM;
            end else begin
                buffer[buffer_fill] <= {hex_to_val(i_rx_data), 4'h0};
                filled_high <= 1;
            end
        end else if (state == CHKSUM) begin
            cmp_sum <= {hex_to_val(i_rx_data), 4'h0};
            state <= CHKSUM2;
        end else if (state == CHKSUM2) begin
            cmp_sum <= {cmp_sum[7:4], hex_to_val(i_rx_data)};
            state <= EXEC2;
        end
    end
    if (state == EXEC2) begin
        if (!i_tx_busy) begin
            if (o_tx_data <= (computed_sum_tcmp == cmp_sum)) begin
                case(cmd)
                    8'h0: begin
                        if (len > 0) begin  
                            buffer_fill <= 1;
                            wb_addr <= {addr_offset, addr[15:2]};
                            case(addr[1:0])
                                2'h3: wb_sel <= 4'b0001;
                                2'h2: wb_sel <= 4'b0010;
                                2'h1: wb_sel <= 4'b0100;
                                2'h0: wb_sel <= 4'b1000;
                            endcase
                            case(addr[1:0])
                                2'h0: wb_mosi_data <= {buffer[0], 24'h0};
                                2'h1: wb_mosi_data <= {8'h0, buffer[0], 16'h0};
                                2'h2: wb_mosi_data <= {16'h0, buffer[0], 8'h0};
                                2'h3: wb_mosi_data <= {24'h0, buffer[0]};
                            endcase
                            state <= EXEC_WB_REQ;
                        end else begin
                            o_tx_data <= "K";
                            state <= EXEC_ACK;
                        end
                    end
                    8'h1: begin  
                        addr_offset <= 0;
                        o_tx_data <= "R";
                        state <= EXEC_ACK;
                    end
                    8'h4:  
                        if (len == 8'h2) begin
                            addr_offset <= { buffer[0], buffer[1] };
                            o_tx_data <= "S";
                            state <= EXEC_ACK;
                        end else begin
                            o_tx_data <= "M";
                            state <= EXEC_ACK;
                        end
                    default: begin
                        o_tx_data <= "U";
                        state <= EXEC_ACK;
                    end
                endcase
            end else begin
                o_tx_data <= "E";
                state <= EXEC_ACK;                
            end
        end
    end
    if (state == EXEC_WB_REQ) begin
        if (!wb.stall) begin
            if (wb.err) begin
                o_tx_data <= "W";
                state <= EXEC_ACK;
            end
            else if (wb.ack) begin
                if (buffer_fill < len) begin
                    buffer_fill <= buffer_fill + 1;  
                    wb_addr <= {addr_offset, write_addr[15:2]};
                    case(write_addr[1:0])
                        2'h3: wb_sel <= 4'b0001;
                        2'h2: wb_sel <= 4'b0010;
                        2'h1: wb_sel <= 4'b0100;
                        2'h0: wb_sel <= 4'b1000;
                    endcase
                    case(write_addr[1:0])
                        2'h0: wb_mosi_data <= {buffer[buffer_fill], 24'h0};
                        2'h1: wb_mosi_data <= {8'h0, buffer[buffer_fill], 16'h0};
                        2'h2: wb_mosi_data <= {16'h0, buffer[buffer_fill], 8'h0};
                        2'h3: wb_mosi_data <= {24'h0, buffer[buffer_fill]};
                    endcase
                    state <= EXEC_WB_REQ;
                end else begin
                    o_tx_data <= "K";
                    state <= EXEC_ACK;
                end
            end else begin
                state <= EXEC_WB_WAIT;
            end
        end
    end
    if (state == EXEC_WB_WAIT) begin
        if (!wb.stall && wb.err) begin
                o_tx_data <= "W";
                state <= EXEC_ACK;
        end
        else if (!wb.stall && wb.ack) begin
            if (buffer_fill < len) begin
                buffer_fill <= buffer_fill + 1;  
                wb_addr <= {addr_offset, write_addr[15:2]};
                case(write_addr[1:0])
                    2'h3: wb_sel <= 4'b0001;
                    2'h2: wb_sel <= 4'b0010;
                    2'h1: wb_sel <= 4'b0100;
                    2'h0: wb_sel <= 4'b1000;
                endcase
                case(write_addr[1:0])
                    2'h0: wb_mosi_data <= {buffer[buffer_fill], 24'h0};
                    2'h1: wb_mosi_data <= {8'h0, buffer[buffer_fill], 16'h0};
                    2'h2: wb_mosi_data <= {16'h0, buffer[buffer_fill], 8'h0};
                    2'h3: wb_mosi_data <= {24'h0, buffer[buffer_fill]};
                endcase
                state <= EXEC_WB_REQ;
            end else begin
                o_tx_data <= "K";
                state <= EXEC_ACK;
            end
        end
    end
    if (state == EXEC_ACK) begin
        state <= IDLE;  
    end
    if (i_reset) begin
        state <= IDLE;
    end
end
endmodule
```
==> impl_results.html <==
<h2>Synthesis and place &amp; route</h2>
<table>
<tr><th>Metric</th><th>Value</th></tr>
<tr><th colspan="2">Synthesis</th></tr>
<tr><td>Warning count from the yosys run</td><td>20</td></tr>
<tr><td>Most common flop cell mapped by yosys</td><td>edfxtp_1</td></tr>
<tr><td>Xor-xnor portion of the synthesized cell area</td><td>under 10%</td></tr>
<tr><td>Netlist area before placement</td><td>between 1500 and 2000 um2</td></tr>
<tr><td>Cell types with the largest area share after synthesis</td><td>edfxtp_1 (32%), ha_1 (6.3%), dfxtp_1 (5.1%), nor2_1 (4.5%), buf_4 (4.3%)</td></tr>
<tr><td>Fraction of the mapped netlist area in adder cells</td><td>6.34%</td></tr>
<tr><td>Area fraction in compound gates after synthesis</td><td>16.5%</td></tr>
<tr><td>Post-synth mux share</td><td>0%</td></tr>
<tr><td>Post-synth EDFFs</td><td>17</td></tr>
<tr><td>Synthesis-stage register bit count</td><td>21</td></tr>
<tr><td>Most numerous cell types in the synthesized netlist</td><td>nor2_1 (19), edfxtp_1 (17), nand2_1 (14)</td></tr>
<tr><td>Sequential cell area fraction in the yosys report</td><td>between 30% and 40%</td></tr>
<tr><td>Top-count cell post-synth</td><td>nor2_1</td></tr>
<tr><td>Yosys stat area</td><td>around 1600 um2</td></tr>
<tr><td>Post-synthesis instance total</td><td>around 180</td></tr>
<tr><td>Largest combinational cell category by area</td><td>simple AND/OR/NAND/NOR gates</td></tr>
<tr><td>Mean instance size in the synthesized netlist</td><td>~8.6 um2</td></tr>
<tr><td>Post-synth top area share</td><td>32.3%</td></tr>
<tr><td>Cell count listed in synth_stat.txt</td><td>roughly 180</td></tr>
<tr><td>Synthesized-area fraction occupied by and/or/nand/nor cells</td><td>a little over a quarter</td></tr>
<tr><td>Cell type contributing the most total cell area after synthesis</td><td>edfxtp_1</td></tr>
<tr><td>Share of synthesized registers carrying an async set or reset</td><td>0%</td></tr>
<tr><td>Unique cell type count in the Yosys netlist</td><td>44</td></tr>
<tr><th colspan="2">Power and ir drop</th></tr>
<tr><td>Power dissipated by switching net loads</td><td>roughly 5 uW</td></tr>
<tr><td>Power density of the placed cells</td><td>12.6 nW/um2</td></tr>
<tr><td>Part of the power in registers</td><td>between 50% and 60%</td></tr>
<tr><td>Post-route total power</td><td>21.8 uW</td></tr>
<tr><td>Net Sw Frac</td><td>a little under a quarter</td></tr>
<tr><td>Worst VDD drop</td><td>6.23 uV</td></tr>
<tr><td>Clock network power share</td><td>between 30% and 40%</td></tr>
<tr><td>Logic pwr share</td><td>a little over an eighth</td></tr>
<tr><td>Leakage power total</td><td>between 0.6 and 0.7 nW</td></tr>
<tr><td>Int Power</td><td>approximately 17 uW</td></tr>
<tr><th colspan="2">Final timing</th></tr>
<tr><td>Number of max-slew violations in the final report</td><td>0</td></tr>
<tr><td>Max-slew headroom</td><td>around 55%</td></tr>
<tr><td>Number of failing hold endpoints at the final stage</td><td>0</td></tr>
<tr><td>Setup TNS after final layout</td><td>0 ns</td></tr>
<tr><td>Maximum frequency from static timing analysis</td><td>roughly 0.056 GHz</td></tr>
<tr><td>Fin crit period</td><td>17.80 ns</td></tr>
<tr><td>Measured slew at the worst slew-check pin</td><td>0.671 ns</td></tr>
<tr><td>Final Setup Violations</td><td>0</td></tr>
<tr><td>Setup repair after global routing missed its margin</td><td>false</td></tr>
<tr><td>Cycle use final</td><td>22.2%</td></tr>
<tr><td>Final setup skew</td><td>0.00674 ns</td></tr>
<tr><th colspan="2">Worst setup path</th></tr>
<tr><td>Critical-path cell with the highest stage delay</td><td>dfxtp_1</td></tr>
<tr><td>Data required time of the worst path</td><td>64.24 ns</td></tr>
<tr><td>Worst path top cell family by delay</td><td>flip-flops</td></tr>
<tr><td>Maximum fanout along the worst path</td><td>15</td></tr>
<tr><td>Worst setup EP type</td><td>output pin</td></tr>
<tr><td>Bufs and invs on worst path</td><td>1</td></tr>
<tr><td>Start point of the critical path</td><td>state[0]</td></tr>
<tr><td>Worst setup SP type</td><td>register</td></tr>
<tr><td>Setup slack of the worst register-to-register path</td><td>77.31 ns</td></tr>
<tr><td>Timing endpoint of the critical path</td><td>o_tx_stb</td></tr>
<tr><td>Worst reg2reg endpoint</td><td>buffer_fill[2]</td></tr>
<tr><td>Stage delay of the slowest cell on the critical path</td><td>around 0.6 ns</td></tr>
<tr><td>Cell depth of the worst flop-to-flop path</td><td>10</td></tr>
<tr><td>Startpoint of the lowest-slack register-to-register path</td><td>buffer_fill[2]</td></tr>
<tr><td>Sequence of cells on the critical path</td><td>nand3b_1, nor2_1, clkdlybuf4s50_1</td></tr>
<tr><td>Endpoint arrival time on the critical path</td><td>between 1.5 and 2 ns</td></tr>
<tr><td>Crit path depth</td><td>3</td></tr>
<tr><td>Worst Path Class, Setup</td><td>reg -&gt; out</td></tr>
<tr><th colspan="2">Layout</th></tr>
<tr><td>Signed area change from the synthesized netlist to the final layout</td><td>9.59%</td></tr>
<tr><td>Layout cell share with drive strength beyond 1</td><td>under 10%</td></tr>
<tr><td>Final Instance Count excl. Fillers</td><td>about 240</td></tr>
<tr><th colspan="2">Detailed routing</th></tr>
<tr><td>Antenna Violating Nets Remaining</td><td>0</td></tr>
<tr><td>Antenna diode instance count</td><td>0</td></tr>
<tr><td>Number of vias per cell</td><td>around 5.4</td></tr>
<tr><td>Wire length per cell after detailed routing</td><td>around 13 um</td></tr>
<tr><td>Violation tally from detailed-route iteration zero</td><td>56</td></tr>
<tr><td>Total Wirelength</td><td>about 3.0 mm</td></tr>
<tr><td>TritonRoute pass-1 iters</td><td>4</td></tr>
<tr><td>Remaining DRCs</td><td>0</td></tr>
<tr><td>Via count of the routed design</td><td>1284</td></tr>
<tr><th colspan="2">Min path</th></tr>
<tr><td>Hold crit path type</td><td>reg -&gt; reg</td></tr>
<tr><td>Hold-critical path depth</td><td>1</td></tr>
<tr><th colspan="2">Placed design</th></tr>
<tr><td>Number of I/O port buffers</td><td>12</td></tr>
<tr><td>Total half-perimeter wirelength after legalization and detailed placement</td><td>between 2 and 2.5 mm</td></tr>
<tr><td>Routability Congestion</td><td>just over 0.8</td></tr>
<tr><td>Number of cells in the design after placement</td><td>roughly 230</td></tr>
<tr><th colspan="2">CTS</th></tr>
<tr><td>Cts hold-fix bufs</td><td>0</td></tr>
<tr><td>Clock network latency to the later pin of the worst-skew pair</td><td>approximately 0.26 ns</td></tr>
<tr><td>CTS root buf</td><td>clkbuf_8</td></tr>
<tr><td>Post-CTS Setup Repair Bufs</td><td>0</td></tr>
<tr><td>Max clock buf depth</td><td>2</td></tr>
<tr><td>CTS tree</td><td>built</td></tr>
<tr><td>TritonCTS sink count</td><td>21</td></tr>
<tr><td>H-Tree Level Count</td><td>1</td></tr>
<tr><td>Inserted Clock Buffers</td><td>3</td></tr>
<tr><td>Clock-pin slew on the worst setup and hold paths</td><td>approximately 0.080 ns</td></tr>
<tr><td>Post-cts repair resize count</td><td>0</td></tr>
<tr><th colspan="2">Flow run</th></tr>
<tr><td>Total number of warnings across the stage logs</td><td>25</td></tr>
<tr><td>Max-Cap Viols</td><td>0</td></tr>
<tr><th colspan="2">Global route</th></tr>
<tr><td>Final global-route overflow total</td><td>0</td></tr>
<tr><td>Largest net degree at the start of global routing</td><td>17</td></tr>
<tr><td>Wire length of the first global-routing pass</td><td>5.22 mm</td></tr>
<tr><td>Overall Global Routing Usage</td><td>~16%</td></tr>
<tr><td>Number of global-route vias before repair</td><td>roughly 1200</td></tr>
<tr><td>Antenna violations before repair</td><td>0</td></tr>
<tr><th colspan="2">Floorplan</th></tr>
<tr><td>Core Rows</td><td>22</td></tr>
<tr><td>I/O pin count</td><td>21</td></tr>
<tr><td>Horizontal die dimension</td><td>between 60 and 70 um</td></tr>
<tr><td>Placeable Area</td><td>around 3700 um2</td></tr>
<tr><td>Effective utilization at floorplan</td><td>42.5%</td></tr>
<tr><td>Die span in y</td><td>roughly 65 um</td></tr>
<tr><td>Die ar.</td><td>4200 um2</td></tr>
<tr><th colspan="2">Outcome</th></tr>
<tr><td>Run status</td><td>finished, final reports clean</td></tr>
</table>
## kinds of logic (layout without fill, tap and decap cells)
kind of cell             Yosys count  count (layout)
AND/OR/NAND/NOR                   79              79
AND-OR/OR-AND                     39              39
buffers and inverters             29              29
flip-flops                        21              21
adder cells (fa/ha/maj)            8               8
XOR/XNOR                           6               6
other                              2               8
## power by group through the flow
stage     combinational [mW]  clock, mW  sequential (mW)
4_1_cts              0.00287    0.00697           0.0123
5_1_grt              0.00324    0.00750           0.0124
6_report             0.00288    0.00663           0.0123
## worst min path at each step
stage	startpoint	endpoint	slack, ns
finish	filled_high	filled_high	0.62
global route	filled_high	filled_high	0.65
CTS	filled_high	filled_high	0.63
## worst reg2reg max path: cells and delay by family (launching register included)
kind	cells	cell delay, ns
xor gates and xnor gates	1	0.20
DFF	1	0.41
adders and majority gates	1	0.29
AOI/OAI and AO/OA	4	0.74
and+or+nand+nor	4	1.00
## cell type report
type	instances	area, um2
clock buffers	3	41.3
clock inverters	1	5.00
fillers	367	1990
inverters	13	48.8
multi-input cells	140	865
flip-flops and latches	21	591
well taps	48	60.1
repair buffers	12	120
## placed cells by master, fill, tap and decap left out, drive strengths merged, types with 2 or more instances in the layout
| cell type | Yosys | layout |
|---|---|---|
| a21oi | 8 | 8 |
| nor2b | 9 | 9 |
| ha | 8 | 8 |
| xnor2 | 5 | 5 |
| clkdlybuf4s50 | 0 | 12 |
| a2111oi | 2 | 2 |
| nand2b | 4 | 4 |
| a31oi | 3 | 3 |
| o21ai | 10 | 10 |
| and4b | 2 | 2 |
| conb | 2 | 8 |
| clkbuf | 4 | 3 |
| o21a | 2 | 2 |
| nand3b | 3 | 3 |
| and2 | 3 | 3 |
| nor3 | 3 | 3 |
| a22o | 2 | 2 |
| inv | 13 | 13 |
| o31ai | 2 | 2 |
| nor4 | 3 | 3 |
| nand3 | 8 | 8 |
| nand4 | 4 | 4 |
| nor2 | 19 | 19 |
| and3 | 3 | 3 |
| edfxtp | 17 | 17 |
| dfxtp | 4 | 4 |
| a211oi | 2 | 2 |
| nand2 | 14 | 14 |
## per-layer routing
metal  track usage, %  up-vias  routed length, um
li1                 -      662                  -
met1             24.3      588               1450
met2             26.2       32               1400
met3             2.14        2                109
met4             2.22        0                 29
met5                0        -                  0
## registers in the layout (all words and copies together), names as in the netlist
register and flops:
filled_high 1, len 8, buffer_fill 8, state 4
## stage by stage
stage               hold slack (ns)  setup WS (ns)  utilization (%)  instance area (um2)
finish                        0.624          62.50             46.6                 1730
global placement              0.621          62.45             45.3                 1680
CTS                           0.627          62.49             46.6                 1730
detailed placement            0.617          62.40             45.3                 1680
floorplan                     0.543          63.01                -                 1600
global route                  0.647          62.37             46.6                 1730
Power figures rest on the tool's default switching activity, not on a simulated workload.
