==> flow/design.v <==
module uart_rx
#(
    parameter CLK_SPEED = 50_000000,
    parameter BAUD = 115200
)
(i_clk, i_rx, o_rdy, o_data);
localparam QUARTER_CLK = (CLK_SPEED / BAUD / 4);
localparam SAMPLE_INTERVAL = (CLK_SPEED / BAUD);
input wire i_clk, i_rx;
output wire o_rdy;
output reg [7:0] o_data;
reg i_rx_db, i_rx_int, i_rx_prev;
integer clk_counter;
reg [3:0] internal_state;
localparam  IDLE = 0,
            RX_START = 2,
            RX_0 = 3,
            RX_1 = 4,
            RX_2 = 5,
            RX_3 = 6,
            RX_4 = 7,
            RX_5 = 8,
            RX_6 = 9,
            RX_7 = 10,
            RX_STOP = 11,
            RX_LAST_STATE = 12;
initial begin
    o_data = 0;
    i_rx_prev = 1;
    i_rx_db = 1;
    i_rx_int = 1;
    internal_state = RX_START;
    clk_counter = 0;
end
assign o_rdy = (internal_state == RX_STOP) && (clk_counter == 0);
always @(posedge i_clk) begin
    {i_rx_prev, i_rx_db, i_rx_int} <= {i_rx_db, i_rx_int, i_rx};
end
always @(posedge i_clk) begin
    if (internal_state == IDLE) begin
        if (i_rx_prev && (!i_rx_db)) begin
            clk_counter <= 0;
            internal_state <= RX_START;
        end
    end
    else if (internal_state == RX_START) begin
        if (clk_counter < QUARTER_CLK)
            clk_counter <= clk_counter + 1;
        else begin
            clk_counter <= 0;
            internal_state <= RX_0;
        end
    end
    else begin
        if (clk_counter < SAMPLE_INTERVAL)
            clk_counter <= clk_counter + 1;
        else begin
            clk_counter <= 0;
            if (internal_state < RX_STOP)
                internal_state <= internal_state + 1;
            else
                internal_state <= IDLE;
            if (internal_state > RX_START && internal_state < RX_STOP)
                o_data <= {i_rx_db, o_data[7:1]};
        end
    end
end
endmodule
==> flow/run.sh <==
#!/bin/bash
# OpenROAD 26Q1-2900-gdf79404cd8, Yosys 0.63+post, stock flow scripts
make -C /OpenROAD-flow-scripts/flow DESIGN_CONFIG=/design/flow/config.mk WORK_HOME=/design/flow/orfs finish
==> flow/config.mk <==
export PLATFORM = sky130hd
export DESIGN_NAME = uart_rx
export DESIGN_NICKNAME = uart_rx
export VERILOG_FILES = /design/flow/design.v
export SDC_FILE = /design/flow/constraint.sdc
export NUM_CORES = 4
export LEC_CHECK = 1
export CORE_UTILIZATION = 30
==> flow/constraint.sdc <==
current_design uart_rx

set clk_period 5.4
set clk_io_pct 0.2

create_clock -name clk0 -period $clk_period [get_ports {i_clk}]

set non_clock_inputs [all_inputs -no_clocks]
set_input_delay [expr $clk_period * $clk_io_pct] -clock clk0 $non_clock_inputs
set_output_delay [expr $clk_period * $clk_io_pct] -clock clk0 [all_outputs]
==> tab_implementation.tex <==
% Synthesis and place-and-route results
\begin{tabular}{lr}
\hline
Metric & Value \\
\hline
\multicolumn{2}{l}{\textbf{Clock network}} \\
Inserted Clock Buffers & 5 \\
CTS HTree Levels & 2 \\
Number of buffers added to fix hold violations after cts & 0 \\
Reg clk slew, reported paths & 0.09 ns \\
Maximum number of buffers from clock root to sink & 2 \\
Sinks on the clock net & 47 \\
Root buf cell & clkbuf\_8 \\
Post-CTS resize count & 0 \\
Number of buffers inserted to repair setup after CTS & 0 \\
CTS tree & yes \\
Clock insertion delay at the later pin of the skew report & about 0.30 ns \\
\multicolumn{2}{l}{\textbf{Synth}} \\
Number of cells in the yosys synthesis report & 222 \\
Gate count after technology mapping & 222 \\
Synthesized-area fraction occupied by and/or/nand/nor cells & 25.2\% \\
Synth Warn \# & 1 \\
Cell type with the highest aggregate area in the netlist & edfxtp\_1 \\
Post-synthesis chip area from yosys & between 2000 and 3000 µm² \\
Compound Share, Synth & 3.84\% \\
Register bit total from synthesis & $\sim$47 \\
Synth cell types & 43 \\
Post-synthesis area per instance & 11.3 µm² \\
Mapped Area & 2510 µm² \\
Largest combinational cell category by area & simple AND/OR/NAND/NOR gates \\
Arithmetic-cell share of the synthesized area counting full adders, half adders and majority gates & 2.49\% \\
Leading cell types by total area after synthesis & edfxtp\_1 (53\%), xor2\_1 (6.6\%), nor2\_1 (5.7\%) \\
Share of cell area taken by muxes after synthesis & 0\% \\
Area share of the largest cell type after synthesis & a little over half \\
Share of the synthesized netlist area taken by xor and xnor gates & 10.8\% \\
Sequential fraction of the synthesis area & 55.0\% \\
\multicolumn{2}{l}{\textbf{Worst setup path}} \\
CP delay by family, top & simple AND/OR/NAND/NOR gates \\
Endpoint required time on the critical path & 4.32 ns \\
Series of cell instances along the critical path & or4\_1 > nor4\_1 > nand4b\_1 > nor3\_1 > clkdlybuf4s50\_1 \\
Worst path slowest cell & or4\_1 \\
Beginning of the critical path & clk\_counter[7]\$\_SDFFCE\_PP0P\_ \\
R2R Path Start & internal\_state[0]\$\_SDFFCE\_PP0P\_ \\
Worst setup path end & o\_rdy \\
Element type at the critical path end & output port \\
Critical Path AT & 2.41 ns \\
Buffer-and-inverter tally for the worst setup path & 1 \\
Worst-path maximum fanout & 8 \\
RR Endpoint & internal\_state[1]\$\_SDFFCE\_PP1P\_ \\
Critical path start-end classification & reg -> out \\
Startpoint type of the worst setup path & register \\
FF-to-FF path depth & 7 \\
Delay of the slowest critical-path stage & 0.53 ns \\
Count of cell instances traversed by the critical path & 5 \\
Worst reg-to-reg setup slack & 3.03 ns \\
\multicolumn{2}{l}{\textbf{Power and ir drop}} \\
Switching pwr & 0.667 mW \\
Power share of the clock group & between 10\% and 20\% \\
Pwr per Cell Area & 597 nW/µm² \\
Worst ir drop on vdd & 0.288 mV \\
Net switching share of the total power & 39.3\% \\
Share of total power in sequential cells & 49.9\% \\
Cell-internal power & 1.03 mW \\
Leakage power of the design & between 0.9 and 1 nW \\
Part of the power in combinational logic & 36.1\% \\
\multicolumn{2}{l}{\textbf{Detailed routing}} \\
Routed via count & 1654 \\
Tally of nets with antenna violations remaining after routing & 0 \\
Final wirelength & 4510 µm \\
Antenna diodes & 0 \\
Violation count after the first detailed-route iteration & 77 \\
Number of remaining DRC errors & 0 \\
Mean routed wirelength per cell & between 10 and 15 µm \\
Detailed-route vias per instance & 4.86 \\
First-pass detailed-route iteration total & 4 \\
\multicolumn{2}{l}{\textbf{Global routing}} \\
First-pass GRT wire length & 7530 µm \\
Via count of the first global-routing pass & roughly 1600 \\
Total overflow reported by the global router & 0 \\
Total routing resource utilization after global routing & 11.3\% \\
Antenna violations before repair & 0 \\
Largest net degree at the start of global routing & 34 \\
\multicolumn{2}{l}{\textbf{Floorplanning}} \\
Fp\_density & 30.7\% \\
IO Pins & 11 \\
X dimension of the die & 93.5 µm \\
Floorplan row count & 33 \\
Core area & approximately 8200 µm² \\
Chip footprint & 8740 µm² \\
Die extent in y & $\sim$93 µm \\
\multicolumn{2}{l}{\textbf{Final timing}} \\
Shortest period the worst path allows & 3.49 ns \\
Maximum clock frequency & 287 MHz \\
Final setup skew & roughly 0.0066 ns \\
Max-slew headroom & 37.6\% \\
Unrepaired setup endpoints after global routing & false \\
Worst Tran Pin Value & 0.928 ns \\
Setup TNS & 0 ns \\
Worst hold-check slack & 0.333 ns \\
Period utilization & 64.5\% \\
Number of failing setup endpoints in the final timing report & 0 \\
Final-report max-slew violation count & 0 \\
Fin. Hold Viols & 0 \\
\multicolumn{2}{l}{\textbf{Run}} \\
Count of max-cap constraint violations & 0 \\
Number of OpenROAD warnings & 28 \\
\multicolumn{2}{l}{\textbf{Place}} \\
Number of port buffers & 10 \\
Final HPWL DP & 2920 µm \\
Final weighted congestion of routability-driven global placement & between 0.8 and 0.9 \\
\multicolumn{2}{l}{\textbf{Finish}} \\
Most frequently placed logic cell in the final layout & edfxtp\_1 \\
P\&R area growth vs syn & 13.3\% \\
Commonest cells after routing, fill and taps aside & edfxtp\_1 (44), nor2\_1 (38), xor2\_1 (19), nand3\_1 (12), xnor2\_1 (12) \\
Fraction of layout cells with a size suffix above 1 & 9.79\% \\
Filler cell count in the final layout & 816 \\
\multicolumn{2}{l}{\textbf{Min path}} \\
Min-Delay Path Depth & 0 \\
Kind of path behind the tightest hold check & reg -> reg \\
\multicolumn{2}{l}{\textbf{Status}} \\
Result of the run & completed \\
\hline
\end{tabular}
-- worst min-delay path by stage --
stage	slack, ns	startpoint	end
CTS	0.33	i_rx_int$_DFF_P_	i_rx_db$_DFF_P_
global route	0.36	i_rx_int$_DFF_P_	i_rx_db$_DFF_P_
finish	0.33	i_rx_int$_DFF_P_	i_rx_db$_DFF_P_
-- area by class of cell --
class / instances / area (µm²) / area share (%)
clock buffer: 7 / 96.3 / 3.39
clock inverter: 1 / 7.51 / 0.264
inverter: 8 / 30.0 / 1.06
multi-input combinational: 159 / 1070 / 37.8
sequential: 47 / 1380 / 48.6
tap: 105 / 131 / 4.62
timing repair buffer: 13 / 123 / 4.31
-- flip-flops by register name, indices dropped and copies added, names as in the netlist --
name,cells
i_rx_int,1
internal_state,4
i_rx_db,1
clk_counter,32
o_data,8
i_rx_prev,1
-- synthesized netlist by cell type (all sizes together) --
master    n
and3      4
nor2b     2
a2111oi   1
nand2    10
nor2     40
nor3      6
dfxtp     3
a21oi     1
nand4    11
nand4bb   1
xnor2    12
and4      3
o22a      1
nor3b     1
o211ai    1
buf       5
and2      1
o32ai     1
edfxtp   44
inv       8
clkbuf    3
a32o      1
o311a     1
a21o      1
o21ai     3
ha        5
nor4b     3
nor4      8
xor2     19
nand4b    2
o21a      1
nand3    14
a22oi     1
or4       2
nand2b    2
-- layer usage --
| layer | global-route usage, % | up-vias | part of all wire [%] |
|---|---|---|---|
| met5 | 0 | - | 0 |
| met4 | 1.79 | 0 | 1.6 |
| met3 | 2.98 | 7 | 3.5 |
| met2 | 16.3 | 22 | 44 |
| met1 | 18.1 | 791 | 51 |
| li1 | - | 834 | - |
-- power by group through the flow --
| stage | Combinational, mW | Sequential [mW] | Clock, mW |
|---|---|---|---|
| CTS | 0.625 | 0.846 | 0.245 |
| global route | 0.688 | 0.878 | 0.256 |
| finish | 0.613 | 0.847 | 0.237 |
-- stage by stage --
stage / worst slack, ns / total power, mW / util (%) / cells / area [µm²]
after floorplan: 2.65 / 1.23 / - / 222 / 2510
after global placement: 2.30 / 1.47 / 33.5 / 332 / 2740
after detailed placement: 2.25 / 1.47 / 33.5 / 332 / 2740
after CTS: 1.90 / 1.72 / 34.8 / 340 / 2840
after global routing: 1.66 / 1.82 / 34.8 / 340 / 2840
final: 1.91 / 1.70 / 34.8 / 340 / 2840
-- logic make-up (layout without fill, tap and decap cells) --
family                   count (synthesis)  after routing
XOR/XNOR                                31             31
AND/OR/NAND/NOR                        110            110
adder cells (fa/ha/maj)                  5              5
AND-OR/OR-AND                           13             13
buffers and inverters                   16             29
flip-flops                              47             47
-- worst register-to-register path, stage by stage (launching register included) --
cell      delay (ns)
edfxtp_1        0.47
inv_1           0.11
ha_1            0.29
o21ai_0         0.15
a32o_1          0.25
a22oi_2         0.14
buf_4           0.36
and2_1          0.31
Power is estimated from default activity; no workload was simulated.
