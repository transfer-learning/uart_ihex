### config.mk
export PLATFORM = sky130hd
export DESIGN_NAME = uart_tx
export DESIGN_NICKNAME = uart_tx
export VERILOG_FILES = /design/flow/design.v
export SDC_FILE = /design/flow/constraint.sdc
export NUM_CORES = 4
export LEC_CHECK = 1
export CORE_UTILIZATION = 30
### run.sh
#!/bin/bash
# OpenROAD 26Q1-2900-gdf79404cd8, Yosys 0.63+post, stock flow scripts
make -C /OpenROAD-flow-scripts/flow DESIGN_CONFIG=/design/flow/config.mk WORK_HOME=/design/flow/orfs finish
### constraint.sdc
current_design uart_tx

set clk_period 6.9
set clk_io_pct 0.2

create_clock -name clk0 -period $clk_period [get_ports {i_clk}]

set non_clock_inputs [all_inputs -no_clocks]
set_input_delay [expr $clk_period * $clk_io_pct] -clock clk0 $non_clock_inputs
set_output_delay [expr $clk_period * $clk_io_pct] -clock clk0 [all_outputs]
### design.v
module uart_tx
#(
    parameter CLK_SPEED = 50_000000,
    parameter BAUD = 115200
)
(
 i_clk,
 i_data, i_stb,
 o_tx, o_busy
);
input wire i_clk;
input wire [7:0] i_data;
input wire i_stb;
output reg o_tx;
output wire o_busy;
initial begin
    o_tx = 1;
end
localparam SAMPLE_INTERVAL = (CLK_SPEED / BAUD);
integer counter;
reg [3:0] state;
reg [7:0] data;
initial begin
    counter = 0;
    state = 0;
end
assign o_busy = state != IDLE;
localparam  IDLE = 0,
            RX_START = 2,
            RX_0 = 3,
            RX_1 = 4,
            RX_2 = 5,
            RX_3 = 6,
            RX_4 = 7,
            RX_5 = 8,
            RX_6 = 9,
            RX_7 = 10,
            RX_STOP = 11,
            RX_LAST_STATE = 12;
always @(posedge i_clk) begin
    if (state == IDLE) begin
        if (i_stb) begin
            counter <= 0;
            state <= RX_START;
            data <= i_data;
        end
    end
    else begin
        if (counter == SAMPLE_INTERVAL) begin
            counter <= 0;
            if (state == RX_STOP)
                state <= IDLE;
            else
                state <= state + 1;
        end
        else
            counter <= counter + 1;
    end
end
always @(*) begin
    case(state)
        RX_START: o_tx = 0;
        IDLE,
        RX_STOP: o_tx = 1;
        default: o_tx = data[state - 3];
    endcase
end
endmodule
==> summary.txt <==
Physical implementation status

The flow ran to the end, and the final reports show no timing, DRC or antenna violations. The slew check shows that the tightest pin keeps a relative margin of 0.546. The final timing report counts setup violations totalling 0.

The data required time reported for the critical path is 5520 ps. The count of filler cells inserted in the layout stands at around 800. The worst setup path is captured at an output pin. The top cell type in the final layout, fill and taps aside, is sky130_fd_sc_hd__edfxtp_1. The share of total power dissipated in combinational logic is 0.090. The power report attributes to the clock group a share of 0.277. The overall fraction of global-route tracks in use stands at 0.126. The H-tree was split into 2 levels. The detailed-route vias per instance stands at about 5.3. Dividing the final minimum period by the clock period gives 0.548. The instance count along the most critical hold path stands at 1. Synthesis inferred between 40 and 50 register bits. The layout report lists the combined flip-flop and latch area as 1320 sq um.

The number of instances in the synthesized netlist stands at between 200 and 250. The highest fanout seen on the critical path stands at 6. The net switching power stands at between 100 and 150 uW. Before any placement, the netlist area is recorded as 2530 sq um. The shortest period the worst path allows stands at 3780 ps. Entering global routing, the biggest net connects 33 pins. The initial antenna violation count stands at 0. The area of the core stands at about 8000 sq um. Per the TritonCTS log, the buffer count is 5. The die height stands at roughly 94 um. The share of power burned in registers stands at 0.632. Hold timing on the final database bottoms out at a slack of approximately 670 ps.

The number of sinks handled by clock tree synthesis stands at 44. The global placement routability congestion stands at 0.842. Looking at the VDD voltage map, the peak drop is 0.0000849 V.

The arrival time of data at the worst endpoint is listed as 2400 ps. The pin slew with the least headroom to its limit stands at just under 700 ps. The final report gives the core utilization as 0.345. The setup path with the least slack is of type flop to output pin. The synthesized area per cell stands at 10.6 sq um.

The ratio of cells with drive above 1 in the final layout stands at 0.0567. The number of setup buffers added after CTS is 0. The clock transition at the registers of the reported paths stands at around 80 ps. The cell total in the yosys stat output stands at between 200 and 250.

Timing would allow up to approximately 0.26 GHz. The violation tally recorded at the end of detailed-routing iteration 0 is 95. The yosys-reported design area after synthesis stands at between 2000 and 3000 sq um. The die footprint stands at 8820 sq um. The die is 93.9 um wide.

TritonCTS built the clock tree. Summed over all nets, the half-perimeter wirelength after detailed placement is approximately 3400 um. The DRC violation total left in the routed layout is recorded as 0. During placement, the flow inserted port buffers numbering 11. Counting endpoints that fail hold in the final report gives 0. Measured in cells, the most critical reg-to-reg path has a length of 4. Setup repair after global routing left no endpoint under its margin. In this run the deepest clock path goes through 2 buffers. Across the routed clock network, the largest skew measured is about 7.0 ps.

The worst-skew pair later-pin latency stands at around 290 ps. In this run the layout overhead on the synthesized area is reported as 11.4%. The initialized floorplan defines 33 standard-cell rows.

The routed design ends up with an antenna cell count of 0. Setup total negative slack on the finished layout was measured at 0 ps. In this run, distinct cell masters in the synthesized netlist total 32.

The cell count after placement stands at 344. The hold-fix buffer count after cts stands at 0. The sequential cell area fraction in the yosys report stands at 0.521.

Ranking logic cells in the layout by count gives the top entries sky130_fd_sc_hd__edfxtp_1, sky130_fd_sc_hd__nor2_1, sky130_fd_sc_hd__or4_1. The count of pins on the block boundary stands at 12. The leakage power in the latest report is a little under 0.9 nW.

Per the final report, max-transition violations number 0. The wire length per cell stands at ~14 um. Per the layout area report, the combinational gate area comes to 1130 sq um.

The total design power stands at ~560 uW. The total iterations of the first detailed-routing run stands at 4. The worst setup path is launched from a flop. The cell sitting at the root of the clock tree is a sky130_fd_sc_hd__clkbuf_8. The global-route congestion overflow total stands at 0. The number of warnings in the stage logs stands at 28. The path class of the tightest hold or removal check is flop to flop.

The first global-routing pass estimated around 8600 um of wire. The number of max-cap violations stands at 0. The via count of the first global-routing pass stands at roughly 1.8k. Switching power as a fraction of the total was reported as 0.258. The routed layout has approximately 1.9k vias. At the floorplan stage, the core utilization is reported as 0.310.

In the power breakdown, the internal column shows roughly 420 uW. The report lists the power per cell area as between 150 and 200 nW/um^2. Leaving out filler cells and counting taps, the final layout contains 352. The detailed router reported a total wirelength of 4900 um.

The count of nets left with antenna violations once routing finished came out at 0. The cell resize tally after clock tree synthesis stands at 0. Counting the warning lines in the Yosys log gives 1.
[through the flow]
stage	cell area (sq um)	worst slack (ps)
after floorplan	2530	3940
after global placement	2740	3470
after detailed placement	2740	3430
after CTS	2820	3090
after global routing	2820	2940
final	2820	3120
[layout make-up]
cell class | count | share of cell area
clock buffer | 5 | 0.0244
inverter | 9 | 0.0120
tap | 105 | 0.0465
sequential | 44 | 0.468
timing repair buffer | 13 | 0.0443
clock inverter | 3 | 0.00488
multi-input combinational | 173 | 0.400
[worst max-delay path, cell delays in order, from the launching register on]
cell and delay, ps:
sky130_fd_sc_hd__edfxtp_1 480, sky130_fd_sc_hd__inv_1 100, sky130_fd_sc_hd__ha_1 360, sky130_fd_sc_hd__mux4_2 300
sky130_fd_sc_hd__mux2_2 280, sky130_fd_sc_hd__a31o_1 210, sky130_fd_sc_hd__clkdlybuf4s50_1 390
[cells in the mapped netlist, drive strengths merged]
cell type,number,area (sq um)
inv,9,33.8
xnor2,8,70.1
and4,6,52.6
edfxtp,44,1320
nor4,9,56.3
nor3,3,15.0
mux4,2,45.0
clkbuf,9,33.8
nor3b,1,7.51
nand4,12,75.1
o22ai,1,6.26
o31ai,15,113
mux2,1,11.3
or4,18,135
xor2,6,52.6
nand3,13,65.1
and2,2,12.5
nor2,18,67.6
and3,2,12.5
a21oi,17,85.1
a31o,1,8.76
nor4b,1,8.76
o21ai,7,35.0
ha,5,62.6
or2,1,6.26
or3,3,18.8
nand2b,3,18.8
nand2,15,56.3
mux2i,2,20.0
nand3b,1,7.51
buf,4,20.0
[logic make-up (layout without fill, tap and decap cells)]
logic type,Yosys count,count (layout),share of synthesized area
AND/OR/NAND/NOR,108,108,0.243
AND-OR/OR-AND,41,41,0.0978
XOR/XNOR,14,14,0.0484
adder cells (fa/ha/maj),5,5,0.0247
buffers and inverters,22,30,0.0346
multiplexers,5,5,0.0301
flip-flops,44,44,0.521
[worst paths after layout]
| check | start | to | slack [ps] |
|---|---|---|---|
| max | state[0] | o_tx | 3120 |
| min | counter[0] | counter[0] | 670 |
| min reg2reg | counter[0] | counter[0] | 670 |
| max reg2reg | counter[7] | counter[25] | 4440 |
[power by group through the flow]
stage / Sequential [mW] / Clock, mW / Combinational [mW]
finish: 0.356 / 0.156 / 0.0509
global route: 0.362 / 0.173 / 0.0571
CTS: 0.355 / 0.162 / 0.0511
[routing by layer]
metal / global-route usage / routed length (um)
met1: 0.194 / 2410
met3: 0.0288 / 176
met5: 0 / 0
met2: 0.194 / 2240
met4: 0.0179 / 72
[registers in the layout, indices dropped and copies added, names as in the netlist]
register,count
state,4
counter,32
data,8
Power figures rest on the tool's default switching activity, not on a simulated workload.
